**flow/run.sh**
```bash
#!/bin/bash
# OpenROAD 26Q1-2900-gdf79404cd8, Yosys 0.63+post, stock flow scripts
make -C /OpenROAD-flow-scripts/flow DESIGN_CONFIG=/design/flow/config.mk WORK_HOME=/design/flow/orfs finish
```
**flow/config.mk**
```make
export PLATFORM = sky130hd
export DESIGN_NAME = control_circuit
export DESIGN_NICKNAME = control_circuit
export VERILOG_FILES = /design/flow/design.v
export SDC_FILE = /design/flow/constraint.sdc
export NUM_CORES = 4
export LEC_CHECK = 1
export CORE_AREA = 10 10 81 81
export DIE_AREA = 0 0 91 91
```
**flow/constraint.sdc**
```tcl
current_design control_circuit

set clk_period 1.0
set clk_io_pct 0.2

create_clock -name clk0 -period $clk_period [get_ports {clk}]

set non_clock_inputs [all_inputs -no_clocks]
set_input_delay [expr $clk_period * $clk_io_pct] -clock clk0 $non_clock_inputs
set_output_delay [expr $clk_period * $clk_io_pct] -clock clk0 [all_outputs]
```
**flow/design.v**
```verilog
module control_circuit (input clk, input reset, input [5:0] opcode, input [5:0] funct, 
                        output reg IorD, output reg memRead, output reg IRWrite, output reg regDest, output reg regWrite,
                        output reg aluSrcA, output reg [1:0] aluSrcB, output reg [1:0] aluOp, output reg hiWrite,
                        output reg loWrite, output reg [1:0] memToReg, output reg [1:0] pcSrc, output reg pcWrite,
                        output reg branch );
    reg [3:0] old_state;
    reg [3:0] new_state;    
    always@(negedge clk)
    begin
        case(reset)
            1'b1: old_state = 4'b0000;
            1'b0: old_state = new_state;
        endcase
    end
    always@(opcode or old_state)
    begin
        case(old_state)
        4'b0000:
            begin
                IorD = 1'b0;
                IRWrite = 1'b0;
                memRead = 1'b0;
                regWrite = 1'b0;
                aluSrcB = 2'b00;
                regDest = 1'b0;
                aluOp = 2'b00;
                loWrite = 1'b0;
                hiWrite = 1'b0;
                pcWrite = 1'b0;
                new_state = 4'b0001; 
                aluSrcA = 1'b0;
                branch = 1'b0;
                pcSrc = 2'b00;
                memToReg=2'b00;
            end
        4'b0001:
            begin
                IRWrite = 1'b1;
                aluOp = 2'b00;
                memRead = 1'b1;
                IorD = 1'b0;
                regWrite = 1'b0;
                memToReg=2'b00;
                aluSrcA = 1'b0;
                regDest = 1'b0;
                loWrite = 1'b0;
                pcWrite = 1'b1;
                hiWrite = 1'b0;
                branch = 1'b0;
                aluSrcB = 2'b01;
                pcSrc = 2'b10;
                new_state = 4'b0010; 
            end
        4'b0010:  
            begin
                IRWrite = 1'b0;
                IorD = 1'b0;
                memRead = 1'b0;
                regWrite = 1'b0;
                regDest = 1'b0;
                aluOp = 2'b00;
                pcSrc = 2'b00;
                hiWrite = 1'b0;
                branch = 1'b0;
                loWrite = 1'b0;
                pcWrite = 1'b0;
                aluSrcA = 1'b0;
                memToReg=2'b00;
                aluSrcB = 2'b11;
                case(opcode)
                    6'b011000: new_state = 4'b0100; 
                    6'b010000: new_state = 4'b0101; 
                    6'b000100: new_state = 4'b1000; 
                    6'b001000: new_state = 4'b0011; 
                    6'b100011: new_state = 4'b0110;
                    6'b000010: new_state = 4'b0111;
                endcase
            end
        4'b0011: 
            begin
                IorD = 1'b0;
                aluSrcA = 1'b1;
                IRWrite = 1'b0;
                aluOp = 2'b00;
                regWrite = 1'b0;
                hiWrite = 1'b0;
                regDest = 1'b0;
                aluSrcB = 2'b10;
                loWrite = 1'b0;
                memToReg=2'b00;
                new_state = 4'b1001;
                pcWrite = 1'b0;
                pcSrc = 2'b00;
                branch = 1'b0;
                memRead = 1'b0;
            end
        4'b0100:
            begin
                regWrite = 1'b0;
                IorD = 1'b0;
                IRWrite = 1'b0;
                regDest = 1'b0;
                loWrite = 1'b0;
                aluSrcA = 1'b1;
                aluSrcB = 2'b00;
                memRead = 1'b0;
                aluOp = 2'b10;
                memToReg=2'b00;
                pcSrc = 2'b00;
                pcWrite = 1'b0;
                branch = 1'b0;
                hiWrite = 1'b0;
                new_state = 4'b1010;
            end
        4'b0101: 
            begin
                memRead = 1'b0;
                regDest = 1'b1;
                aluOp = 2'b00;
                IorD = 1'b0;
                regWrite = 1'b1;
                aluSrcA = 1'b0;
                IRWrite = 1'b0;
                aluSrcB = 2'b00;
                hiWrite = 1'b0;
                new_state = 4'b0001;
                loWrite = 1'b0;
                pcSrc = 2'b00;
                pcWrite = 1'b0;
                branch = 1'b0;
                memToReg=2'b01;
            end
        4'b0110: 
            begin
                IorD = 1'b0;
                memRead = 1'b0;
                hiWrite = 1'b0;
                aluOp = 2'b00;
                IRWrite = 1'b0;
                regDest = 1'b0;
                aluSrcA = 1'b1;
                aluSrcB = 2'b10;
                loWrite = 1'b0;
                branch = 1'b0;
                memToReg=2'b00;
                regWrite = 1'b0;
                pcSrc = 2'b00;
                pcWrite = 1'b0;
                new_state = 4'b1011;
            end
        4'b0111: 
            begin
                IorD = 1'b0;
                memRead = 1'b0;
                IRWrite = 1'b0;
                regWrite = 1'b0;
                aluSrcA = 1'b0;
                hiWrite = 1'b0;
                aluSrcB = 2'b00;
                regDest = 1'b0;
                pcWrite = 1'b1;
                aluOp = 2'b00;
                memToReg=2'b00;
                pcSrc = 2'b01;
                branch = 1'b0;
                loWrite = 1'b0;
                new_state = 4'b0001;
            end
        4'b1000: 
            begin
                IorD = 1'b0;
                aluSrcB = 2'b00;
                memRead = 1'b0;
                IRWrite = 1'b0;
                regWrite = 1'b0;
                aluOp = 2'b01;
                aluSrcA = 1'b1;
                regDest = 1'b0;
                hiWrite = 1'b0;
                memToReg=2'b00;
                pcSrc = 2'b00;
                branch = 1'b1;
                pcWrite = 1'b0;
                loWrite = 1'b0;
                new_state = 4'b0001;
            end
        4'b1001: 
            begin
                IorD = 1'b0;
                memRead = 1'b0;
                aluSrcB = 2'b00;
                IRWrite = 1'b0;
                aluSrcA = 1'b0;
                aluOp = 2'b00;
                regDest = 1'b0;
                regWrite = 1'b1;
                hiWrite = 1'b0;
                loWrite = 1'b0;
                pcSrc = 2'b00;
                pcWrite = 1'b0;
                branch = 1'b0;
                memToReg=2'b10;
                new_state = 4'b0001;
            end
        4'b1010: 
            begin
                IorD = 1'b0;
                memRead = 1'b0;
                IRWrite = 1'b0;
                hiWrite = 1'b1;
                regDest = 1'b0;
                aluSrcA = 1'b0;
                aluOp = 2'b00;
                aluSrcB = 2'b00;
                loWrite = 1'b1;
                memToReg=2'b00;
                pcSrc = 2'b00;
                pcWrite = 1'b0;
                regWrite = 1'b0;
                branch = 1'b0;
                new_state = 4'b0001;
            end
        4'b1011: 
            begin
                IorD = 1'b1;
                memRead = 1'b1;
                IRWrite = 1'b0;
                aluOp = 2'b00;
                regDest = 1'b0;
                aluSrcA = 1'b0;
                aluSrcB = 2'b00;
                regWrite = 1'b0;
                hiWrite = 1'b0;
                memToReg=2'b00;
                pcSrc = 2'b00;
                pcWrite = 1'b0;
                loWrite = 1'b0;
                branch = 1'b0;
                new_state = 4'b1100;
            end
        4'b1100: 
            begin
                IorD = 1'b0;
                memRead = 1'b0;
                IRWrite = 1'b0;
                regWrite = 1'b1;
                aluSrcB = 2'b00;
                aluOp = 2'b00;
                hiWrite = 1'b0;
                pcSrc = 2'b00;
                regDest = 1'b0;
                aluSrcA = 1'b0;
                loWrite = 1'b0;
                pcWrite = 1'b0;
                memToReg=2'b00;
                branch = 1'b0;
                new_state = 4'b0001;
            end
        endcase
    end
endmodule
```
==> commit_impl_results.txt <==
Add synthesis and place-and-route results

* Remaining max-slew budget at the tightest pin: a little over half
- Post-Syn Area per Cell: ~8.7 um2
- Critical hold path startpoint: reset
- Broken down by cell family, the worst path's largest delay share belongs to buffers and inverters.
* Number of max-capacitance violations reported: 0
- Hold repair after CTS inserted 0 buffers.
* Area growth from synthesis to layout: 39.69%
* Gate count after technology mapping: around 93
- Synthesized flop and latch total: 23
- Proportion of power drawn by the clock network: 59.0%
* Worst slack, placed: -0.3989 ns
- Classification of the worst-slack hold path: input pin to register
- Worst Hold End: old_state[0]
- Root buffer cell: clkbuf_8
- Data arrives at the worst endpoint at 0.57 ns.
- Setup repair after global routing left no endpoint under its margin.
- Number of cells traversed by the worst hold path: 2
- Average vias per placed instance: 3.672
- Overflow after GRT: 0
- Of the cells placed in the final design, the portion with a size suffix greater than 1 is a little over 5%.
* Width of the chip: around 91 um
- The routed layout has 672 vias.
- Vertical die size: around 91 um
- FP Core Util: between 15 and 20%
- Die footprint: a little over 8000 um2
* Via count of the first global-routing pass: ~630
- In the final report, the number of pins over their slew limit comes to 0.
- I/O Buffers: 25
* Switch share: 25.90%
- Per the CTS log, the maximum H-tree level is 1.
- Count of unclocked register or latch pins: 19
- DP Wirelength: 1521 um
- 37 endpoints have no timing constraint.
* Power density over the cells: between 500 and 600 nW/um2
* Number of warnings in the stage logs: 35
* Layout Utilization: between 20% and 30%
- Maximum fanout count along the critical path: 4
* Final hold violation count: 0
- The floorplan has 25 rows.
- Internal power of the cells: between 0.4 and 0.5 mW
- The timing report gives the clock slew at the launch and capture registers of the worst setup and hold paths as approximately 0.030 ns.
- GRT Overall Usage: under 10%
- Detailed-router iteration count before antenna repair: 4
* Critical path type: input pin to register
- Placer congestion estimate: 0.7504
- In this run, distinct cell masters in the synthesized netlist total 27.
- Setup slack of the critical path after layout: 0.1410 ns
* Post-route DRC violation count: 0
- In the synthesis report, Yosys lists the chip area as 813.3 um2.
* Filler cell count in the final layout: between 500 and 600
- In this run the VDD rail shows a maximum IR drop of 491.5 uV.
- 32 I/O pins were placed.
* Total wire length: 1929 um
- TritonCTS clock tree: built
- The final report lists a non-filler cell total of about 180.
- Worst path slowest cell: dlygate4sd2_1
- Combined buffer and inverter count along the critical path: 1
* Sequence of cells on the critical path: dlygate4sd2_1 > nor2b_1
- The share of total power dissipated in combinational logic is about 14%.
* Setup crit start: reset
- Status: finished clean
- Critical Path Start Type: input pin
- Pin count of the biggest net entering global routing: 17
* Antenna violations before repair: 0
- 1st-iter DRT viols: 13
* Required time at the endpoint of the critical path: ~0.71 ns
* Nature of the critical path endpoint: register
- Placed insts: about 180
- Critical Path Max Stage Delay: around 0.26 ns
- Number of routed nets with antenna violations: 0
* Yosys cell count: about 93
* Tightest Pin Transition: roughly 0.70 ns
- The final report lists the setup-violating endpoint count as 0.
- Synthesized cell area: approximately 810 um2
* Final design instance area without fill: approximately 1100 um2
- CTS max path bufs: 2
* Core region area: slightly below 5000 um2
- Routed wire per std cell: 10.54 um
* Count of antenna diodes in the layout: 0
- First-pass GRT wire length: approximately 3100 um
* Sequential group share of total power: approximately 27%
- The CTS report gives the tree buffer count as 3.
* Total placed instance area: ~1100 um2
- Looking at the post-CTS report, the setup buffer insertion count equals 0.
- Standby leakage power: about 0.42 nW
- Counting the warning lines in the Yosys log gives 1.
* Switching power total: 0.1737 mW
==> per-layer routing <==
metal	global-route usage, %	vias up	share of wire, %
li1	-	365	-
met1	6.253	291	52
met2	6.146	16	40
met3	1.992	0	8.1
met4	0.7833	0	0
met5	0	-	0
==> power groups by stage <==
stage | sequential [mW] | clock, mW | combinational [mW]
6_report | 0.180 | 0.396 | 0.0952
4_1_cts | 0.180 | 0.415 | 0.0959
5_1_grt | 0.180 | 0.450 | 0.105
==> through the flow <==
step	setup TNS [ns]	hold slack [ns]	power [mW]
3_5_place_dp	-1.591	1.321	0.3097
2_1_floorplan	0	0.7716	0.2663
5_1_grt	0	0.7759	0.7354
4_1_cts	0	0.7780	0.6907
6_report	0	0.7770	0.6706
3_3_place_gp	-1.552	1.307	0.3088
==> what timing repair did <==
action	4_1_cts	5_1_grt
setup endpoints to repair	4	0
endpoints found under the hold margin	0	0
gates resized	1	0
==> logic make-up after synthesis <==
| kind of cell | after synthesis | share of synthesized area (%) |
|---|---|---|
| buffers and inverters | 11 | 9.077 |
| XOR/XNOR | 2 | 2.154 |
| flip-flops | 4 | 9.847 |
| AND/OR/NAND/NOR | 39 | 26.00 |
| AND-OR/OR-AND | 17 | 16.46 |
| latches | 19 | 35.08 |
| multiplexers | 1 | 1.385 |
==> flip-flops by register name (all words and copies together) (netlist names), 2 cells and up <==
signal,count
new_state,4
old_state,4
aluSrcB,2
pcSrc,2
==> worst max-delay path by stage <==
stage                   to  cells past startpoint
global route  old_state[1]                      2
CTS           old_state[1]                      2
finish        old_state[1]                      2
==> cells in the mapped netlist <==
cell        n  area, um2
nor2b_1     4      25.02
xnor2_1     1      8.760
xor2_1      1      8.760
nand3b_1    3      22.52
o21a_1      1      7.510
buf_6       2      22.52
buf_4       4      30.03
nor2_1     10      37.54
dlxtn_1    19      285.3
a2111oi_4   1      27.53
buf_2       2      10.01
a211oi_1    2      15.01
o32ai_1     2      17.52
o21bai_1    1      7.510
nand3_1     4      20.02
inv_1       3      11.26
or3_1       1      6.260
nor3_1      5      25.02
o2bb2ai_1   1      8.760
nand2b_1    5      31.28
o22ai_1     1      6.260
mux2_2      1      11.26
a311oi_1    1      8.760
nand2_1     6      22.52
nor4_4      1      21.27
a21oi_1     7      35.03
dfxtp_1     4      80.08
==> cell type report <==
class                      instances  area (um2)  share of cell area [%]
clock inverter                     4       15.01                   1.322
timing repair buffer              25       249.0                   21.92
tap                               67       83.83                   7.379
multi-input combinational         59       374.1                   32.93
inverter                           2       7.507                  0.6608
clock buffer                       3       41.29                   3.634
sequential                        23       365.4                   32.16
==> cell usage in the layout, fill, tap and decap left out, drive strengths merged <==
cell type	n
nor4	1
nor2b	4
dlxtn	19
dlygate4sd2	1
a211oi	2
o21a	1
inv	6
clkdlybuf4s50	24
xnor2	1
dfxtp	4
nand3b	3
o21bai	1
a311oi	1
or3	1
nor3	5
nand2	6
mux2	1
o22ai	1
clkbuf	3
a2111oi	1
o32ai	2
o2bb2ai	1
nand2b	5
nor2	10
xor2	1
a21oi	7
nand3	4
No activity file was given, so power comes from the tool's default toggle rates.
